==> config.mk <==
export PLATFORM = sky130hd
export DESIGN_NAME = ALU_4_bit
export DESIGN_NICKNAME = ALU_4_bit
export VERILOG_FILES = /design/flow/design.v
export SDC_FILE = /design/flow/constraint.sdc
export NUM_CORES = 4
export LEC_CHECK = 1
export CORE_AREA = 10 10 70 70
export DIE_AREA = 0 0 80 80
==> constraint.sdc <==
current_design ALU_4_bit

set clk_period 1.0
set clk_io_pct 0.2

create_clock -name clk0 -period $clk_period [get_ports {clk}]

set non_clock_inputs [all_inputs -no_clocks]
set_input_delay [expr $clk_period * $clk_io_pct] -clock clk0 $non_clock_inputs
set_output_delay [expr $clk_period * $clk_io_pct] -clock clk0 [all_outputs]
==> design.v <==
package testing_pkg;
	typedef enum {ADD,SUB,MULT,DIV} opcode_e;
endpackage
module ALU_4_bit (
    input  clk,
    input  reset,
    input  [1:0] Opcode,	 
    input  signed [3:0] A,	 
    input  signed [3:0] B,	 
    output reg signed [4:0] C  
		  );
   reg signed [4:0] 	    Alu_out;  
   localparam 		    Add	           = 2'b00;  
   localparam 		    Sub	           = 2'b01;  
   localparam 		    Not_A	         = 2'b10;  
   localparam 		    ReductionOR_B  = 2'b11;  
   always @* begin
      case (Opcode)
      	Add:            Alu_out = A + B;
      	Sub:            Alu_out = A - B;
      	Not_A:          Alu_out = ~A;
      	ReductionOR_B:  Alu_out = |B;
        default:  Alu_out = 5'b0;
      endcase
   end  
   always @(posedge clk or posedge reset) begin
      if (reset)
	     C <= 5'b0;
      else
	     C<= Alu_out;
   end
endmodule
==> run.sh <==
#!/bin/bash
# OpenROAD 26Q1-2900-gdf79404cd8, Yosys 0.63+post, stock flow scripts
make -C /OpenROAD-flow-scripts/flow DESIGN_CONFIG=/design/flow/config.mk WORK_HOME=/design/flow/orfs finish
==> impl_metrics.py <==
# Flow results
metrics = {
    "die": {
        "core-area_um2": 3420,
        "core.rowCount": 21,
        "num_io_pins": 17,
        "chipWidth_um": 80,
        "dieHeight_um": 80,
        "die_area_um2": 6400,
        "initial_utilization": 0.148,
    },
    "cells_and_area": {
        "final_core_util": 0.310,
        "drive_above_1_share": 0.577,
        "syn_to_final_growth_pct": 110,
        "fillers": 356,
        "reg.largest.list": "C x5",
        "largest_reg_flops": 5,
        "max_flop_register": "C",
    },
    "route": {
        "drc": 0,
        "antenna_cells": 0,
        "wl_per_cell_um": 10.4,
        "dr.pass1.iters": 3,
        "first_iter_violations": 16,
        "vias_per_cell": 3.89,
        "vias": 556,
        "wirelength_mm": 1.49,
        "ant_nets": 0,
    },
    "critical_path": {
        "required_ps": 1170,
        "max_stage_delay_ps": 330,
        "cp-startpoint": "Opcode[1]",
        "arrival_ps": 1870,
        "worstPathMaxFanout": 3,
        "critPathTopFamily": "AND-OR/OR-AND gates",
        "crit_top_cell": "buf_6",
        "critPathCapture": "C[4]$_DFF_PP0_",
        "endpoint_kind": "flip-flop",
        "critPathKind": "input port to flip-flop",
        "crit_path_top_delay_cell": "mux2_4",
        "path_depth": 10,
        "cp_cell_sequence": "buf_6 > buf_6 > nor2b_4 > nor2_2 > xnor2_2 > ha_1 > a21o_1 > a21oi_2 > mux2_4 > nand3_2",
        "worst-path-buf-inv": 2,
        "start_kind": "input port",
    },
    "sta": {
        "fmax_mhz": 587,
        "finalHoldViolCount": 0,
        "worstMarginPinSlew_ps": 305,
        "setup_slack_ps": -702,
        "period_needed_ps": 1700,
        "setup_viol": 4,
        "slew_violations": 0,
        "rsz0062_at_grt": "yes",
        "period_used_share": 1.70,
        "maxSlewHeadroom": 0.794,
    },
    "yosys": {
        "synth_top_area_share": 0.248,
        "synth_area_um2": 504,
        "synth_top_flop_cell": "dfrtp_1",
        "syn_avg_cell_area_um2": 8.69,
        "post-synth-top-count-cell": "inv_1",
        "yosys_area_um2": 504,
        "ys_top_cells_by_area": "dfrtp_1, ha_1, inv_1",
        "ys.flops": 5,
        "async_flop_share": 1.00,
        "top_area_cell": "dfrtp_1",
        "top_cells_by_count": "inv_1, dfrtp_1, ha_1",
        "yosysWarnings": 1,
        "edf_count": 0,
        "yosys_cells": 58,
        "postSynthSeqShare": 0.248,
        "synthCells": 58,
        "synth_cell_type_count": 30,
    },
    "global_route": {
        "grt_pass1_wl_mm": 2.36,
        "grt_max_degree": 9,
        "grt_pass1_vias": 555,
        "gr-total-overflow": 0,
        "gr-usage-all-layers": 0.0439,
        "antenna_found_initial": 0,
    },
    "outcome": {
        "violations": "negative setup slack",
        "status": "complete, but fails checks",
    },
    "flow_run": {
        "drv_cap": 0,
        "warnings": 28,
    },
    "pwr": {
        "power_density_nw_per_um2": 958,
        "peakVddDrop_mv": 0.251,
        "total_power_uw": 1010,
        "leakagePower_uw": 0.000463,
    },
    "cts": {
        "cts_htree_levels": 1,
        "cts.path.max_buffers": 2,
        "cts_tree": "yes",
        "cts_hold_buf": 0,
        "numCtsBuffers": 3,
        "root_buffer": "clkbuf_4",
        "cts.sinks": 5,
        "clk_pin_slew_ps": 40,
    },
    "place": {
        "gp_congestion": 0.830,
        "dpl.hpwl_mm": 1.19,
        "place_ws_ps": -1400,
        "portBuffers": 16,
    },
    "worst_hold_path": {
        "hp-class": "input port to async pin",
    },
}
[report_power, final]
| group | total (µW) | internal (µW) | switching [µW] | leakage, µW |
|---|---|---|---|---|
| combinational | 552 | 323 | 229 | 0.000387 |
| sequential | 241 | 235 | 6.69 | 0.0000610 |
| clock | 222 | 150 | 71.6 | 0.0000150 |
[per-layer routing]
metal / track usage / vias to the layer above / routed length [µm]
met1: 0.0604 / 252 / 730
li1: - / 286 / -
met4: 0.0106 / 0 / 15
met5: 0 / - / 0
met2: 0.0610 / 16 / 592
met3: 0.0193 / 2 / 150
[worst min-delay path by stage]
stage,endpoint,slack [ps],cells past startpoint
finish,C[2]$_DFF_PP0_,160,2
CTS,C[2]$_DFF_PP0_,160,2
global route,C[2]$_DFF_PP0_,180,2
[repair_timing]
action | 4_1_cts | 5_1_grt
setup endpoints to repair | 10 | 4
hold endpoints to repair | 0 | 0
resized | 58 | 10
setup buffers | 3 | 2
pin swaps | 17 | 9
[cell usage in the layout (no fill, tap or decap), types with 2 or more instances in the layout]
master           netlist  layout
buf_6                  0       8
o22ai_2                0       2
dfrtp_1                5       5
a21oi_1                3       2
o211ai_1               2       2
ha_4                   0       2
ha_1                   5       3
dlygate4sd2_1          0       2
nor2_1                 3       2
xor2_1                 2       2
inv_1                  8       2
xnor2_2                0       2
clkbuf_4               0       3
a2111oi_2              0       2
clkdlybuf4s15_1        0       5
o21ai_1                2       2
buf_2                  1       2
clkdlybuf4s50_1        0       3
buf_4                  0      14
inv_2                  0       5
[kinds of logic after synthesis]
family,Yosys count,share of synthesized area
AND/OR/NAND/NOR,15,0.171
adder cells (fa/ha/maj),6,0.164
flip-flops,5,0.248
XOR/XNOR,4,0.0695
buffers and inverters,9,0.0695
AND-OR/OR-AND,17,0.236
multiplexers,2,0.0422
[through the flow]
step / cells / hold WS (ps) / TNS [ps] / cell area [µm²]
floorplan: 58 / -21.5 / -2290 / 564
global placement: 134 / 411 / -5030 / 880
detailed placement: 134 / 409 / -5120 / 880
CTS: 141 / 158 / -1710 / 997
global route: 143 / 179 / -2000 / 1060
finish: 143 / 161 / -1760 / 1060
[layout make-up]
cell class | instances | area (µm²) | area share
Inverter | 8 | 32.5 | 0.0307
Tap cell | 46 | 57.6 | 0.0544
Sequential cell | 5 | 125 | 0.118
Clock buffer | 4 | 26.3 | 0.0248
Timing Repair Buffer | 36 | 329 | 0.311
Multi-Input combinational cell | 44 | 488 | 0.461
No activity file was given, so power comes from the tool's default toggle rates.
