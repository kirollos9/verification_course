--- design/flow/run.sh ---
#!/bin/bash
# OpenROAD 26Q1-2900-gdf79404cd8, Yosys 0.63+post, stock flow scripts
make -C /OpenROAD-flow-scripts/flow DESIGN_CONFIG=/design/flow/config.mk WORK_HOME=/design/flow/orfs finish
--- design/flow/config.mk ---
export PLATFORM = sky130hd
export DESIGN_NAME = adder
export DESIGN_NICKNAME = adder
export VERILOG_FILES = /design/flow/design.v
export SDC_FILE = /design/flow/constraint.sdc
export NUM_CORES = 4
export LEC_CHECK = 1
export CORE_AREA = 10 10 70 70
export DIE_AREA = 0 0 80 80
--- design/flow/constraint.sdc ---
current_design adder

set clk_period 1.0
set clk_io_pct 0.2

create_clock -name clk0 -period $clk_period [get_ports {clk}]

set non_clock_inputs [all_inputs -no_clocks]
set_input_delay [expr $clk_period * $clk_io_pct] -clock clk0 $non_clock_inputs
set_output_delay [expr $clk_period * $clk_io_pct] -clock clk0 [all_outputs]
--- design/flow/design.v ---
package testing_pkg;
	typedef enum {ADD,SUB,MULT,DIV} opcode_e;
endpackage
module adder (
    input  clk,
    input  reset,
    input  signed [3:0] A,	 
    input  signed [3:0] B,	 
    output reg signed [4:0] C  
		  );
   always @(posedge clk or posedge reset) begin
      if (reset)
	     C <= 5'b0;
      else
	     C <= A + B;
   end
endmodule
==> results.ini <==
[outcome]
status = completed

[floorplan]
fp_util_pct = 7.95
io_pins = 15
num_rows = 21
die_h_um = 80
core_area_sq_mm = 0.00342
die_x_um = 80
dieArea_sq_mm = 0.00640

[logic_synthesis]
yosysChipArea_sq_um = 272
top_area_share_pct = 46.1
ys_seq_share_pct = 46.1
top_area_cell = dfrtp_1
topCellsByArea = dfrtp_1 (46%), ha_1 (18%), fa_1 (7.4%)
top_cells_by_count = dfrtp_1 (5), inv_1 (5), ha_1 (4), xnor2_1 (2)
yosys_warnings = 1
synthesis.area_per_instance_sq_um = 12.3
yosysUniqueCellTypes = 10
syn_area_sq_um = 272
syn_inst = 22
ys.flops = 5
edf_count = 0
flop_cell = dfrtp_1
ys_cells = 22
synth-async-reset-ratio_pct = 100

[finish]
fin_cells = 88
largest_register = C
drive_gt1_share_pct = 48.8
post-route-cell-area_sq_um = 520
syn_to_final_growth_pct = 91.7
reg.largest.list = C: 5 flops
largest_register_ffs = 5
fin_util_pct = 15.2

[power]
p_per_area_mw_per_mm2 = 1180
p_total_uw = 616
p_leak_uw = 0.000246
peakVddDrop_uv = 187

[global_route]
gr-total-overflow = 0
grt_usage_pct = 1.93
grt_pass1_wl_um = 959
grt_max_degree = 6
antenna_found_initial = 1
grt_pass1_vias = 236

[route]
routed_wl_um = 637
firstDrtPassIters = 2
drt-initial-drc-count = 1
viasPerCell = 2.40
avgRoutedWirePerCell_um = 7.24
drc = 0
vias = 211
antenna_left = 0

[critical_path]
worst_ep_required_time_ps = 800
slowest_stage = dfrtp_1
crit_family = flip-flops
setup.worst_path.start_class = flop
crit_fanout = 1
cp.arrival_ps = 760
worstPathCellList = clkdlybuf4s15_1
end_kind = output pin
cp_slowest_stage_delay_ps = 350
worst-setup-path-type = flop to output pin
path_buffers = 1

[final_timing]
fmax_ghz = 1.05
fin_crit_ps = 956
max-slew-margin-rel_pct = 88.6
finalWorstSetupSlack_ps = 43.6
finalCritPeriodShare_pct = 95.6
setup_viol = 0
hold_violations = 0
rsz0062_at_grt = no
finalMaxSlewViolations = 0
tightest_slew_ps = 171

[clock_tree]
clk_pin_slew_ps = 40
ctsHtreeMaxLevel = 1
post_cts_buffers = 0
clk_path_buf_depth = 2
cts_tree = done
clock-sinks = 5
numCtsBuffers = 3
ctsRootBufferMaster = clkbuf_4

[placement]
pre_cts_slack_ps = -667
placed_cells = 83
hpwl_um = 562
place_congestion = 0.695
dpl_cell_area_sq_um = 492
portBuffers = 14

[flow_run]
warnings = 26
drv_cap = 0

[hold_path]
worstHoldPathType = input port to async pin

==> kinds of logic after synthesis <==
logic type,count (synthesis),share of synthesized area (%)
buf+inv,5,6.91
fa+ha+maj,5,25.8
flops,5,46.1
compound gates,2,5.99
xor+xnor,2,6.45
simple gates,2,5.07
mux,1,3.69
==> layout make-up <==
class                           count  area (sq um)
Fill cell                         388          2900
Multi-Input combinational cell     12           175
Sequential cell                     5           125
Timing Repair Buffer               15           115
Tap cell                           46          57.6
Clock buffer                        4          26.3
Inverter                            5          18.8
Antenna cell                        1          2.50
==> path summary, 6_finish.rpt <==
check                      start  endpoint  slack, ps  depth (start not counted)
worst max-delay path        C[0]      C[0]         40                          1
worst min-delay path       reset      C[1]        160                          2
max in group asynchronous  reset      C[4]        680                          2
min in group clk0           A[0]      C[0]        220                          2
==> placed cells by master (no fill, tap or decap), drive strengths merged <==
cell type | netlist | routed
ha | 4 | 4
fa | 1 | 1
xnor2 | 2 | 2
diode | 0 | 1
clkdlybuf4s15 | 0 | 2
a21oi | 1 | 1
nand2b | 1 | 1
inv | 5 | 5
clkdlybuf4s50 | 0 | 1
buf | 0 | 3
mux2i | 1 | 1
a21o | 1 | 1
dlygate4sd2 | 0 | 2
dfrtp | 5 | 5
clkbuf | 0 | 9
nand3b | 1 | 1
dlymetal6s2s | 0 | 2
==> routing by layer <==
| layer | routed length (um) | global-route usage [%] | vias to the layer above |
|---|---|---|---|
| li1 | - | - | 111 |
| met1 | 191 | 1.28 | 91 |
| met2 | 304 | 3.37 | 9 |
| met3 | 141 | 1.93 | 0 |
| met4 | 0 | 0.880 | 0 |
| met5 | 0 | 0 | - |
==> metrics by stage <==
stage	hold slack, ps	setup TNS [ps]
after CTS	159	0
after global placement	404	-2300
after floorplan	-21.5	-84.1
final	162	0
after detailed placement	406	-2350
after global routing	172	0
==> where the power goes <==
part | total (uW) | switching, uW | internal [uW]
Combinational | 154 | 57.4 | 96.5
Clock | 222 | 71.6 | 150
Sequential | 240 | 6.53 | 234
==> timing repair <==
item | in CTS | in global routing
resized | 27 | 9
hold buffers | 0 | 0
endpoints found under the setup margin | 9 | 6
pin swaps | 4 | 2
Power and IR drop assume default switching activity.
