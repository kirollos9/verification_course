==> /design/flow/design.v <==
package testing_pkg;
	typedef enum {ADD,SUB,MULT,DIV} opcode_e;
endpackage
module segment_LED_display(hexa, clk, a, b, c, d, e, f, g);
	input [3:0] hexa;
	input clk;
	output reg a,b,c,d,e,f,g;
	reg [6:0] display_out;
	always @(*) begin
		case(hexa)
			4'h0 : display_out = 7'b111_1110;
			4'h1 : display_out = 7'b011_0000;
			4'h2 : display_out = 7'b110_1101;
			4'h3 : display_out = 7'b111_1001;
			4'h4 : display_out = 7'b011_0011;
			4'h5 : display_out = 7'b101_1011;
			4'h6 : display_out = 7'b101_1111;
			4'h7 : display_out = 7'b111_0000;
			4'h8 : display_out = 7'b111_1111;
			4'h9 : display_out = 7'b111_1011;
			4'hA : display_out = 7'b111_0111;
			4'hB : display_out = 7'b001_1111;
			4'hC : display_out = 7'b100_1110;
			4'hD : display_out = 7'b011_1101;
			4'hE : display_out = 7'b100_1111;
			4'hF : display_out = 7'b100_0111;
			default: display_out = 7'b0;
		endcase
	end
	always @(posedge clk) begin
		a <= display_out[6];
		b <= display_out[5];
		c <= display_out[4];
		d <= display_out[3];
		e <= display_out[2];
		f <= display_out[1];
		g <= display_out[0];
	end
endmodule
==> /design/flow/run.sh <==
#!/bin/bash
# OpenROAD 26Q1-2900-gdf79404cd8, Yosys 0.63+post, stock flow scripts
make -C /OpenROAD-flow-scripts/flow DESIGN_CONFIG=/design/flow/config.mk WORK_HOME=/design/flow/orfs finish
==> /design/flow/config.mk <==
export PLATFORM = sky130hd
export DESIGN_NAME = segment_LED_display
export DESIGN_NICKNAME = segment_LED_display
export VERILOG_FILES = /design/flow/design.v
export SDC_FILE = /design/flow/constraint.sdc
export NUM_CORES = 4
export LEC_CHECK = 1
export CORE_AREA = 10 10 70 70
export DIE_AREA = 0 0 80 80
==> /design/flow/constraint.sdc <==
current_design segment_LED_display

set clk_period 1.0
set clk_io_pct 0.2

create_clock -name clk0 -period $clk_period [get_ports {clk}]

set non_clock_inputs [all_inputs -no_clocks]
set_input_delay [expr $clk_period * $clk_io_pct] -clock clk0 $non_clock_inputs
set_output_delay [expr $clk_period * $clk_io_pct] -clock clk0 [all_outputs]
==> run summary <==
yosys + openroad results -> switching share of total power 0.2418, drc violations 0, max_cap viols 0, Root Buffer clkbuf_4, Worst-Margin Slew 0.2880 ns, Period minus WS final 0.9759 ns, Yosys cell types 18, final antenna-violating net count 0, Fin Setup TNS 0 ns, Avg Cell Area, Syn approximately 11 sq um, Yosys warnings 1, CTS tree done, first-pass GRT wire length 1.704 mm, CP endpoint kind flip-flop, worst min path class input port to flip-flop, crit path launch type input port, Slew HR 0.8065, Synth Seq Share 0.3275, final max-slew violation count 0, Total GRT Usage 0.03165, DIE WIDTH 80 um, CP max FO 5, core area approximately 3400 sq um, CTS Buf Count 3, Sw Pwr 0.0001911 W, routed len/inst 9.895 um, FP Rows 21, initial antenna violation count 0, Clock Path Buffers 2, DP Area roughly 690 sq um, Iter 0 DRT Violations 28, Worst Setup SP hexa[3], final RePlAce weighted congestion 0.6932, area grow syn2layout 94.44%, post-layout period usage 0.9759, synthesized area 427.9 sq um, YS chip area 427.9 sq um, leakage 0.3360 nW, Comb pwr share 0.297, Setup Viol. Count Final 0, Pre-Repair DR Iteration Count 2, Int Pwr 0.0005994 W, layout cells sized above 1 0.5882, H-Tree Depth 1, Crit Path Category input port to flip-flop, Post-synth regs 7, WP data required 1.13 ns, Mapped Cells approximately 40, # IOs 12, total wire length 1.128 mm, Die Footprint 6400 sq um, FP Core Util 0.1253, height of the die about 80 um, f_max between 1000 and 1500 MHz, endpoints failing hold 0, critical path data arrival time 1.10 ns, cell total in the yosys stat output 40, register share of total power 0.396, Peak VDD IR roughly 0.00026 V, final instance area 832.0 sq um, Clock transition at path regs 0.05 ns, HP Start hexa[2], clock group share of total power 0.306, number of global-route vias before repair approximately 380, status finished, final reports clean, Sink Count 7, total grt overflow 0, Final WS setup 0.02410 ns, RSZ-0062 raised after global routing false, PwrDens 950.2 nW/um^2, total vias in the final route 382, Vias/cell 3.351, HPWL after DPL 769.8 um, Setup WS pre-CTS -0.7036 ns, hold_buf cts 0, count of input and output buffers 11, largest net degree at the start of global routing 9, Inserted Diodes 0, tool warnings 33
## synth_stat cells
cell type,count,share of area
a21oi_1,3,0.035
a31o_1,1,0.020
buf_2,1,0.012
buf_6,1,0.026
dfxtp_1,7,0.33
ha_1,7,0.20
inv_1,5,0.044
mux2_2,3,0.079
mux2i_1,2,0.047
mux4_1,1,0.061
nand2_1,1,0.0088
nand2b_1,1,0.015
nand3b_1,1,0.018
nor2b_1,1,0.015
nor3_1,2,0.023
o31a_2,1,0.023
o32a_1,1,0.023
or2b_1,1,0.018
## worst max-delay path: stages
cell and delay [ns]:
dlygate4sd2_1 0.25, buf_6 0.13, buf_4 0.12, buf_4 0.13, o31a_2 0.27
## state kept, by name, summed over array words and instances, names as in the netlist
name and count:
c 1, b 1, d 1, a 1
f 1, g 1, e 1
## what timing repair did
| item | CTS | global route |
|---|---|---|
| setup buffers | 6 | 0 |
| pin swaps | 5 | 0 |
| gates resized | 34 | 12 |
| endpoints found under the setup margin | 14 | 6 |
| gates cloned | 1 | 0 |
## logic make-up after synthesis
logic type                 count (synthesis)  share of synthesized area
DFF                                        7                     0.3275
and+or+nand+nor                            7                    0.09652
muxes                                      6                     0.1871
adders and majority gates                  7                     0.2047
AOI/OAI and AO/OA                          6                     0.1023
buffers and inverters                      7                    0.08186
## cells in the final DEF (no fill, tap or decap), types with 2 or more instances in the layout
cell type / n
mux2_2: 2
clkdlybuf4s15_1: 5
dfxtp_1: 3
inv_1: 2
ha_4: 6
buf_4: 11
nor3_1: 2
a21oi_2: 2
buf_6: 5
dfxtp_2: 4
clkbuf_4: 3
dlygate4sd2_1: 4
mux2i_1: 2
## per-stage QoR
step | hold WS, ns | total power (W) | std cells | util
floorplan | 0.3527 | 0.0003991 | 40 | -
global placement | 0.8748 | 0.0005165 | 105 | 0.2029
detailed placement | 0.8760 | 0.0005211 | 105 | 0.2029
CTS | 0.3877 | 0.0008017 | 116 | 0.2443
global route | 0.4054 | 0.0008422 | 114 | 0.2436
finish | 0.3970 | 0.0007906 | 114 | 0.2436
## power groups by stage
stage,logic (W),clock network (W),registers [W]
6_report,0.000235,0.000242,0.000313
5_1_grt,0.000254,0.000272,0.000316
4_1_cts,0.000233,0.000259,0.000310
## layout make-up
| class | count | area [sq um] |
|---|---|---|
| clock buffers | 4 | 26.28 |
| fillers | 373 | 2584 |
| inverters | 5 | 38.79 |
| multi-input cells | 26 | 335.3 |
| flip-flops and latches | 7 | 145.1 |
| well taps | 46 | 57.56 |
| repair buffers | 26 | 229.0 |
## per-layer routing
layer	GRT usage	vias to the layer above	share of wire
met3	0.01705	0	0.11
li1	-	194	-
met2	0.04173	10	0.41
met1	0.04450	178	0.48
met5	0	-	0
met4	0.005282	0	0
## final timing paths
kind / to / slack, ns / cells past startpoint
worst max-delay path: c / 0.02 / 5
worst min-delay path: g / 0.40 / 3
Power is estimated from default activity; no workload was simulated.
